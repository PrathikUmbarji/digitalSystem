==> design/flow/design.v <==
module univ_bin_counter#(parameter N=8)(
  input wire clk,rst,
  input wire en,syn_clr,up,load,
  input wire [N-1:0] d,
  output wire [N-1:0] q,
  output wire max_tick,min_tick
);
  reg [N-1:0] r_reg,r_nxt;
  always@(posedge clk,posedge rst)
    if(rst)
      r_reg <=0;
    else
      r_reg <=r_nxt;
  always @*
    if(syn_clr)
      r_nxt = 0;
  else if (load)
    r_nxt = d;
  else if (en & up)
    r_nxt = r_reg +1;
  else if (en & ~up)
    r_nxt = r_reg-1;
  assign max_tick = (r_reg == 2**N-1)? 1'b1:1'b0;
  assign min_tick = (r_reg == 0)?1'b1:1'b0;
endmodule
==> design/flow/run.sh <==
#!/bin/bash
# OpenROAD 26Q1-2900-gdf79404cd8, Yosys 0.63+post, stock flow scripts
make -C /OpenROAD-flow-scripts/flow DESIGN_CONFIG=/design/flow/config.mk WORK_HOME=/design/flow/orfs finish
==> design/flow/config.mk <==
export PLATFORM = sky130hd
export DESIGN_NAME = univ_bin_counter
export DESIGN_NICKNAME = univ_bin_counter
export VERILOG_FILES = /design/flow/design.v
export SDC_FILE = /design/flow/constraint.sdc
export NUM_CORES = 4
export LEC_CHECK = 1
export CORE_AREA = 10 10 94 94
export DIE_AREA = 0 0 104 104
==> design/flow/constraint.sdc <==
current_design univ_bin_counter

set clk_period 1.2
set clk_io_pct 0.2

create_clock -name clk0 -period $clk_period [get_ports {clk}]

set non_clock_inputs [all_inputs -no_clocks]
set_input_delay [expr $clk_period * $clk_io_pct] -clock clk0 $non_clock_inputs
set_output_delay [expr $clk_period * $clk_io_pct] -clock clk0 [all_outputs]
==> impl_metrics.py <==
# Physical implementation metrics
metrics = {
    "timing": {
        "min_period_ps": 1573,
        "rsz0062_at_grt": "yes",
        "finalHoldViolations": 0,
        "fin_hold_ws_ps": 262.3,
        "fin_ws_ps": -373.2,
        "unclocked_pins": 8,
        "setup_violations": 2,
        "fmax_mhz": 635.6,
        "fin_crit_sh": 1.311,
        "untimed_endpoints": 16,
        "drv_slew": 0,
    },
    "critical_path": {
        "worstPathRequired_ps": 960,
        "cp_max_fo": 2,
        "setup.worst_path.start_class": "flop",
        "arrival_ps": 1330,
        "critPathKind": "reg2out",
        "cp-end-kind": "output pin",
    },
    "floorplanning": {
        "fp_util": 0.1222,
        "coreArea_um2": 6832,
        "io_pins": 24,
        "dieArea_um2": 10820,
        "die_h_um": 104,
        "die_w_um": 104,
        "rows": 30,
    },
    "detailed_routing": {
        "antenna_left": 0,
        "diodes": 0,
        "firstDrtPassIters": 2,
        "route.detailed.drc": 0,
        "vias": 682,
        "avgViaCountPerCell": 3.217,
        "drt-initial-drc-count": 16,
        "wirelength_mm": 2.087,
        "routedWlPerCell_um": 9.844,
    },
    "run": {
        "maxCapViolCount": 0,
        "warning_count": 28,
    },
    "grt": {
        "grt_max_degree": 14,
        "grt_pass1_vias": 735,
        "overflow": 0,
        "grt_pass1_wl_mm": 3.463,
        "grt_usage": 0.03794,
        "antenna_found_initial": 0,
    },
    "yosys": {
        "netlist_area_um2": 834.6,
        "ys.flop_type": "dlxtn_1",
        "area_leaders": "dfrtp_1, dlxtn_1, ha_1",
        "synth-async-reset-ratio": 0.5000,
        "edf_count": 0,
        "synth_cell_types": 30,
        "synthCells": 92,
        "synth.top_cell.area_share": 0.2399,
        "synth.yosys.warnings": 9,
        "synth_top_cell_by_area": "dfrtp_1",
        "top_cell": "nor2_1",
        "ys_cells": 92,
        "synth_flop_count": 16,
        "avgSynthCellArea_um2": 9.071,
        "synth_chip_area_um2": 834.6,
        "common_cells": "nor2_1, buf_4, dfrtp_1, dlxtn_1, ha_1",
    },
    "placed_design": {
        "place_ws_ps": -534.1,
        "gp_congestion": 0.8378,
        "dp_cells": 209,
        "port_buffers": 15,
        "dp_hpwl_mm": 1.770,
    },
    "final_layout": {
        "seq_area_um2": 320.3,
        "finalNonFillerCells": 212,
        "comb_area_um2": 469.2,
        "fill_cells": 792,
        "area_growth_pct": 39.73,
        "drive_gt1_frac": 0.1379,
        "utilization": 0.1707,
    },
    "worst_hold_path": {
        "hold_class": "in2async",
    },
    "clock_tree": {
        "cts_tree": "yes",
        "clk_pin_slew_ps": 40,
        "cts_made_buffers": 3,
        "clockBufferDepth": 2,
        "htree_levels": 1,
        "cts-hold-fix-buffers": 0,
        "cts_root_buf": "clkbuf_8",
    },
    "power_and_ir_drop": {
        "power.leakage_nw": 0.5074,
        "power_density_nw_per_um2": 656.7,
        "vdd_drop_max_mv": 0.1975,
    },
    "status": {
        "violations": "negative setup slack",
        "status": "complete, but fails checks",
    },
}
==> repair_timing <==
action,CTS,global route
resized,8,1
setup buffers,1,1
pin swaps,4,2
endpoints found under the setup margin,2,2
gates cloned,0,0
==> cells by family (layout without fill, tap and decap cells) <==
| kind of cell | Yosys count | in the layout | share of synthesized area |
|---|---|---|---|
| AND/OR/NAND/NOR | 32 | 32 | 0.1964 |
| AND-OR/OR-AND | 20 | 20 | 0.1574 |
| buffers and inverters | 11 | 28 | 0.08546 |
| adder cells (fa/ha/maj) | 8 | 8 | 0.1289 |
| flip-flops | 8 | 8 | 0.2399 |
| latches | 8 | 8 | 0.1439 |
| XOR/XNOR | 3 | 3 | 0.03149 |
| other | 1 | 8 | 0.004493 |
| multiplexers | 1 | 1 | 0.01199 |
==> area by class of cell <==
class,instances,area share
sequential,16,0.2747
clock buffer,3,0.03541
multi-input combinational,72,0.4024
tap,96,0.1030
timing repair buffer,23,0.1781
inverter,2,0.006438
==> where the power goes <==
group | switching [mW] | internal, mW | leakage [nW]
Sequential | 0.00186 | 0.288 | 0.166
Combinational | 0.0868 | 0.0853 | 0.320
Clock | 0.0883 | 0.216 | 0.0216
==> how the worst max path moves through the flow <==
stage	slack, ps	cells past startpoint	start	to
CTS	-390	3	r_reg[0]	min_tick
global route	-420	3	r_reg[4]	min_tick
finish	-370	3	r_reg[4]	min_tick
==> placed cells by master (no fill, tap or decap) <==
cell type        count
buf_4                6
o21ai_0              3
dlxtn_1              8
nand4_1              3
nand2_1              6
or2_4                1
o21a_1               1
a21oi_2              1
a21o_1               3
nand3_1              5
o2111ai_1            1
and2_1               1
buf_6                2
or4_1                4
buf_2                2
nor2_1              10
clkdlybuf4s50_1     13
nor2b_1              1
a211oi_1             2
mux2i_1              1
o211ai_1             1
clkbuf_8             3
inv_1                2
ha_1                 7
xor2_1               1
a31oi_1              1
a211o_2              1
conb_1               8
a21oi_1              6
xnor2_1              2
dfrtp_1              8
fa_1                 1
nor4b_1              1
==> worst max-delay path, cell delays in order, from the launching register on <==
cell and delay [ps]:
dfrtp_1 370, or4_1 530, nor2_1 110, buf_2 100
==> layer usage <==
metal / up-vias / global-route usage / part of all wire
met5: - / 0 / 0
met4: 0 / 0.004970 / 0
met3: 0 / 0.007519 / 0.033
met2: 9 / 0.06441 / 0.50
met1: 308 / 0.04968 / 0.47
li1: 365 / - / -
==> metrics by stage <==
stage               TNS, ps  total power, mW  area (um^2)
floorplan                 0           0.4060        860.8
global placement     -729.3           0.4674         1127
detailed placement   -737.3           0.4659         1127
CTS                  -502.1           0.7845         1174
global route         -534.6           0.8180         1166
finish               -411.6           0.7657         1166
Power and IR drop assume default switching activity.
