$ cat /design/flow/design.v
module free_run_counter #(parameter N=8)(
  input wire clk,rst,
  output wire max_tick,
  output wire [N-1:0] q
);
  reg [N-1:0] r_reg;
  wire [N-1:0] r_nxt;
  always@(posedge clk,posedge rst)
    if(rst)
      r_reg <=0;
    else
      r_reg <= r_nxt;
  assign r_nxt = r_reg +1;
  assign q = r_reg;
  assign max_tick = (r_reg == 2**N-1)?1'b1:1'b0;
endmodule
$ cat /design/flow/run.sh
#!/bin/bash
# OpenROAD 26Q1-2900-gdf79404cd8, Yosys 0.63+post, stock flow scripts
make -C /OpenROAD-flow-scripts/flow DESIGN_CONFIG=/design/flow/config.mk WORK_HOME=/design/flow/orfs finish
$ cat /design/flow/config.mk
export PLATFORM = sky130hd
export DESIGN_NAME = free_run_counter
export DESIGN_NICKNAME = free_run_counter
export VERILOG_FILES = /design/flow/design.v
export SDC_FILE = /design/flow/constraint.sdc
export NUM_CORES = 4
export LEC_CHECK = 1
export CORE_AREA = 10 10 70 70
export DIE_AREA = 0 0 80 80
$ cat /design/flow/constraint.sdc
current_design free_run_counter

set clk_period 1.4
set clk_io_pct 0.2

create_clock -name clk0 -period $clk_period [get_ports {clk}]

set non_clock_inputs [all_inputs -no_clocks]
set_input_delay [expr $clk_period * $clk_io_pct] -clock clk0 $non_clock_inputs
set_output_delay [expr $clk_period * $clk_io_pct] -clock clk0 [all_outputs]
==> flow_metrics.tcl <==
# implementation run metrics
set metrics [dict create \
    cts.sinks 8 \
    area.sequential_sq_um 200 \
    wl_per_cell_microns 7.72 \
    antenna_found_initial 0 \
    timing_worst_slew_pin_value_ps 314 \
    drtAntennaViolNets 0 \
    numPlacedInstances 91 \
    total_leakage_power_nw 0.342 \
    violations "negative setup slack" \
    clk_transition_reported_paths_ps 50 \
    routed_wl_microns 795 \
    drt-initial-drc-count 4 \
    powerDensity_nw_per_um2 623 \
    count_of_cell_types_in_the_netlist 11 \
    synth.avg_cell_area_sq_um 12.1 \
    ys.flops 8 \
    critPathArrivalTime_ps 1190 \
    clkLatencyLatePin_ps 250 \
    setup_repair_after_global_routing_missed_its_margin "yes" \
    reg_to_reg_end "r_reg[7]" \
    first_global_vias 267 \
    timing.max_cap.violations 0 \
    setup_tns_ps -117 \
    num_rows 21 \
    tritoncts_clock_tree "built" \
    gp_congestion 0.693 \
    fillerInstances 381 \
    area.growth.synth_to_final_pct 101 \
    synth_area_sq_um 328 \
    required_ps 1120 \
    io_count 11 \
    worstSetupEndpoint "max_tick" \
    largest_register_ffs 8 \
    drtPass1Iterations 3 \
    total_count_of_max_transition_violations_in_the_final_report 0 \
    layout-drive-gt1-share_pct 49.1 \
    setup.worst_path.end_class "output port" \
    antenna_cells_inserted 0 \
    fin_total_pwr_mw 0.411 \
    clockBufferDepth 2 \
    layout.area.comb_sq_um 134 \
    tool_warnings 27 \
    ff_to_ff_path_depth 5 \
    timing.hold.worst.class "input pin to asynchronous set/reset pin" \
    critPathKind "flop to output port" \
    avgViaCountPerCell 2.85 \
    register_area_share_after_synthesis_pct 61.1 \
    regToRegSetupSlack_ps 260 \
    gate_count_post_synth 27 \
    crit_fanout 2 \
    dieHeight_microns 80 \
    grt_remaining_overflow 0 \
    setup.worst_path.start "r_reg[1]" \
    grtUsageTotal_pct 2.65 \
    mostFrequentLayoutCell "buf_4" \
    reg2reg_from "r_reg[2]" \
    tritoncts.num_buffers 3 \
    lay_top_cells "buf_4 (14), dfrtp_1 (8)" \
    max_clock_freq_mhz 682 \
    worst_slew_margin_rel_pct 79.0 \
    result_of_the_run "finished with violations" \
    grt_pass1_wl_microns 1300 \
    post_cts_hold_buffers 0 \
    largest_net_degree_at_the_start_of_global_routing 9 \
    finalSetupViolCount 2 \
    yosysWarnings 1 \
    timing.critical_path.from_type "flop" \
    root_buffer "clkbuf_4" \
    final.min_clock_period_ps 1470 \
    synth.yosys.num_cells 27 \
    report.final.hold_viol_count 0 \
    estimated_wirelength_of_the_detail_placed_design_microns 630 \
    buffer_ports.inserted 10 \
    floorplan.die_area_sq_um 6400 \
    yosys_area_sq_um 328 \
    core_sq_um 3420 \
    vdd_ir_drop_max_v 0.000286 \
    htreeDepth 1 \
    layout.cells.non_filler 103 \
    dieWidth_microns 80 \
    final.setup.worst_slack_ps -66.6 \
    period_used_pct 105 \
    drcViolationCount 0 \
    skew_ps 3.34 \
    core_util_floorplan_pct 9.60 \
    detailroute.via_count 294 \
]
==> per-layer routing <==
| metal | share of wire (%) | vias to the layer above | track usage, % |
|---|---|---|---|
| met5 | 0 | - | 0 |
| li1 | - | 149 | - |
| met3 | 20 | 0 | 2.95 |
| met4 | 0 | 0 | 0.176 |
| met1 | 50 | 132 | 3.92 |
| met2 | 30 | 13 | 2.33 |
==> Yosys cell counts <==
cell type / count / area share (%)
dfrtp_1: 8 / 61
inv_1: 3 / 3.4
xnor2_1: 3 / 8.0
xor2_1: 3 / 8.0
nand2_1: 2 / 2.3
nand3_1: 2 / 3.1
nor2_1: 2 / 2.3
and3_1: 1 / 1.9
ha_1: 1 / 3.8
nand3_2: 1 / 3.1
nor3_2: 1 / 3.1
==> power by group <==
part	internal (mW)	switching (mW)
Combinational	0.00260	0.00470
Clock	0.0978	0.0740
Sequential	0.232	0
==> through the flow <==
| step | cell area [sq um] | util (%) | worst slack (ps) | hold WS (ps) |
|---|---|---|---|---|
| final | 659 | 19.3 | -66.6 | 274 |
| after global routing | 659 | 19.3 | -143 | 282 |
| after CTS | 613 | 17.9 | -114 | 274 |
| after detailed placement | 546 | 16.0 | -258 | 486 |
| after global placement | 546 | 16.0 | -211 | 470 |
| after floorplan | 328 | - | 244 | 95.7 |
==> layout make-up <==
class,instances,share of cell area [%]
tap,46,8.73
inverter,3,1.71
timing repair buffer,27,35.5
multi-input combinational,16,20.3
sequential,8,30.4
clock buffer,3,3.42
==> critical path, cell delays in order (launching register included) <==
cell and delay [ps]:
dfrtp_1 350, ha_2 190, nand2_2 60, nor2_4 80
and3_4 160, buf_2 90
==> logic make-up (layout without fill, tap and decap cells) <==
logic type               count (synthesis)  in the layout  share of synthesized area [%]
AND/OR/NAND/NOR                          9              9                           15.7
flip-flops                               8              8                           61.1
XOR/XNOR                                 6              6                           16.0
buffers and inverters                    3             33                           3.43
adder cells (fa/ha/maj)                  1              1                           3.82
==> worst min path at each step <==
stage     slack (ps)  cells past startpoint  from        to
4_1_cts          270                      2   rst  r_reg[0]
5_1_grt          280                      2   rst  r_reg[0]
6_report         270                      2   rst  r_reg[0]
==> repair_timing <==
action	CTS	global route
gates resized	12	7
setup buffers	5	4
pin swaps	4	2
endpoints found under the setup margin	7	7
Power figures rest on the tool's default switching activity, not on a simulated workload.
