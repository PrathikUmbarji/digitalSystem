===== flow/config.mk =====
export PLATFORM = sky130hd
export DESIGN_NAME = sign_adder
export DESIGN_NICKNAME = sign_adder
export VERILOG_FILES = /design/flow/design.v
export SDC_FILE = /design/flow/constraint.sdc
export NUM_CORES = 4
export LEC_CHECK = 1
export CORE_AREA = 10 10 81 81
export DIE_AREA = 0 0 91 91

===== flow/constraint.sdc =====
current_design sign_adder

set clk_period 7.0
set clk_io_pct 0.2

create_clock -name clk0 -period $clk_period

set non_clock_inputs [all_inputs -no_clocks]
set_input_delay [expr $clk_period * $clk_io_pct] -clock clk0 $non_clock_inputs
set_output_delay [expr $clk_period * $clk_io_pct] -clock clk0 [all_outputs]

===== flow/run.sh =====
#!/bin/bash
# OpenROAD 26Q1-2900-gdf79404cd8, Yosys 0.63+post, stock flow scripts
make -C /OpenROAD-flow-scripts/flow DESIGN_CONFIG=/design/flow/config.mk WORK_HOME=/design/flow/orfs finish

===== flow/design.v =====
module sign_adder#(parameter N=8)(input wire [N-1:0] a,b,output reg [N-1:0]sum);
  reg [N-2:0] mag_a,mag_b,mag_sum,max,min;
  reg sign_a,sign_b,sign_sum;
  always @*
    begin
      mag_a = a[N-2:0];
      mag_b = b[N-2:0];
      sign_a = a[N-1];
      sign_b = b[N-1];
      if(mag_a>mag_b)
        begin
          max = mag_a;
          min = mag_b;
          sign_sum = sign_a;
        end
      else
        begin
          max = mag_b;
          min = mag_a;
          sign_sum = sign_b;
        end
      if(sign_a == sign_b)
        mag_sum = max+min;
      else
        mag_sum = max-min;
      sum = {sign_sum,mag_sum};
    end
endmodule

==> flow_summary.yaml <==
# yosys + openroad results
floorplanning:
  core-area_mm2: 0.00482
  ioPinCount: 24
  die_w_um: 91
  die-area_mm2: 0.00828
  dieHeight_um: 91
  core_util_floorplan: 0.169
  std_cell_rows: 25
power_and_ir_drop:
  powerDensity_mw_per_mm2: 138
  max-vdd-ir-drop_v: 0.0000546
  p_int_mw: 0.114
  switching_share: 0.387
  combPwrFrac: 1.000
  switching_power_mw: 0.0717
  power.share.sequential: 0
  p_leak_nw: 0.585
  finalPower_mw: 0.185
  p_clk_frac: 0
global_route:
  grt_max_degree: 15
  grt_pass1_wl_mm: 4.01
  grt-ovfl-total: 0
  grt_pass1_vias: 959
  antenna_found_initial: 0
  grtUsageTotal: 0.0549
final_timing:
  maxSlewViolCount: 0
  hold_viol: 0
  worst_pin_slew_ns: 0.314
  whs_ns: 3.89
  fmax_mhz: 153
  fin_ws_ns: 0.477
  post-route-min-period_ns: 6.52
  rsz0062_at_grt: "false"
  setup_violations: 0
  fin_tns_setup_ns: 0
  period_used_share: 0.932
  max_slew_margin: 0.788
logic_synthesis:
  area_leaders: "ha_1, xnor2_1, mux2_2"
  syn_avg_cell_area_um2: 7.46
  ys_cells: 109
  ys_chip_area_um2: 813
  ys_warn_count: 1
  synth.yosys.seq_area_share: 0
  top_cell_area_share: 0.215
  top_cell: "ha_1"
  synth_cells: 109
  netlist_area_um2: 813
  netlist-cell-type-count: 32
  largest_area_cell: "ha_1"
  common_cells: "ha_1, inv_1, nor2_1"
hold_path:
  min_from: "a[7]"
  min_path_type: "in2out"
  holdPathStages: 3
  min_to: "sum[7]"
drt:
  wl_per_cell_um: 10.9
  drtPass1Iterations: 2
  num_vias: 886
  drt_iter0_drc: 31
  diodes: 0
  wl_mm: 2.38
  drc: 0
  viasPerCell: 4.06
  ant_nets: 0
cells_and_area:
  clockBufferCount: 0
  nFillCells: 540
  seq_cells: 0
  areaGrowthSynthToFinish_pct: 64.9
  drive_gt1_frac: 0.278
  stdcell_count: 218
  fin_util: 0.278
  regArea_um2: 0
  logic_area_um2: 808
  fin_area_mm2: 0.00134
worst_setup_path:
  cp.arrival_ns: 5.12
  slowest_delay_ns: 0.50
  critical_path_required_ns: 5.60
  startpoint_type: "primary input"
  cp_num_buf_inv: 3
  crit_chain: "clkdlybuf4s50_1 > inv_1 > ha_1 > nand4_1 > nor2_2 > o21bai_4 > mux2i_2 > ha_2 > nor2_1 > a21oi_1 > ha_1 > a21o_1 > a21oi_1 > o21bai_1 > a21oi_1 > xnor2_1 > clkdlybuf4s50_1"
  critPathMostFrequentCell: "a21oi_1"
  slowest_stage: "clkdlybuf4s50_1"
  path_max_fanout: 3
  crit_type: "in2out"
  critPathTopFamily: "buffers and inverters"
  end_kind: "primary output"
clocking:
  hold_buffers: 0
placement:
  place.port_buffers: 24
  gp_congestion: 0.787
  post-dp-hpwl_mm: 2.02
  dp_slack_ns: 0.0268
  place_inst: 215
  post_dp_cell_area_mm2: 0.00126
outcome:
  status: "finished, final reports clean"
run:
  openroad.warnings: 33
  cap_violations: 0
-- area by class of cell --
cell class,instances,share of cell area
inverters,13,0.0364
well taps,67,0.0625
multi-input cells,93,0.603
repair buffers,45,0.299
-- cell usage in the layout (no fill, tap or decap), types with 2 or more instances in the layout --
master           count
a21o_1               2
xnor2_1             11
nor2_1              12
inv_1               12
a21oi_1             10
clkdlybuf4s50_1     23
ha_1                11
mux2i_1              3
buf_4               21
a31oi_1              2
ha_4                 2
a21oi_2              2
nor3_1               3
nand3b_1             2
o21a_1               2
mux2_2               6
nand3_1              2
o21ai_0              2
-- per-layer routing --
metal / routed length [um] / global-route usage / part of all wire / vias to the layer above
li1: - / - / - / 474
met1: 1000 / 0.0576 / 0.42 / 407
met2: 1310 / 0.116 / 0.55 / 5
met3: 66 / 0.00747 / 0.028 / 0
met4: 0 / 0 / 0 / 0
met5: 0 / 0 / 0 / -
-- power by group through the flow --
stage / Sequential (mW) / Combinational, mW / Clock (mW)
after CTS: 0 / 0.181 / 0
after global routing: 0 / 0.209 / 0
final: 0 / 0.185 / 0
-- worst max-delay path by stage --
stage / cells after the start / endpoint / from
finish: 17 / sum[5] / b[3]
global route: 19 / sum[6] / b[4]
CTS: 19 / sum[6] / b[4]
-- timing repair --
action                     in CTS  in global routing
gates cloned                    0                  0
buffers inserted                0                  3
setup endpoints to repair       1                  1
pin swaps                       0                  8
gates resized                   2                 12
-- cells by family after synthesis --
group	after synthesis	share of synthesized area
buf+inv	16	0.0800
mux	10	0.132
xor+xnor	12	0.129
fa+ha+maj	15	0.240
simple gates	28	0.194
compound gates	28	0.225
No activity file was given, so power comes from the tool's default toggle rates.
